--- flow/config.mk ---
export PLATFORM = sky130hd
export DESIGN_NAME = Register_EN
export DESIGN_NICKNAME = Register_EN
export VERILOG_FILES = /design/flow/design.v
export SDC_FILE = /design/flow/constraint.sdc
export NUM_CORES = 4
export LEC_CHECK = 1
export CORE_AREA = 10 10 95 95
export DIE_AREA = 0 0 105 105
--- flow/constraint.sdc ---
current_design Register_EN

set clk_period 1.0
set clk_io_pct 0.2

create_clock -name clk0 -period $clk_period [get_ports {clk}]

set non_clock_inputs [all_inputs -no_clocks]
set_input_delay [expr $clk_period * $clk_io_pct] -clock clk0 $non_clock_inputs
set_output_delay [expr $clk_period * $clk_io_pct] -clock clk0 [all_outputs]
--- flow/design.v ---
module Register_EN (clk, en, in, out);
  input clk;
  input en;
  input [31:0] in;
  output reg [31:0] out = 32'b0;
  always @(posedge clk) begin
    if (en) 
      out <= in;
  end
endmodule
--- flow/run.sh ---
#!/bin/bash
# OpenROAD 26Q1-2900-gdf79404cd8, Yosys 0.63+post, stock flow scripts
make -C /OpenROAD-flow-scripts/flow DESIGN_CONFIG=/design/flow/config.mk WORK_HOME=/design/flow/orfs finish
==> results.txt <==
Implementation numbers.

- The largest registers in the layout are out x32.
- The first global-routing pass estimated 4.04 mm of wire.
- The via count of the first global-routing pass is 632.
- The share of the core area taken by cells at floorplan is 0.139.
- The routed design ends up with an antenna cell count of 0.
- The layout contains a multi-input combinational cell count of 0.
- In this run the mean area of a mapped cell was 30.0 um2.
- The buffer cell driving the clock tree root is sky130_fd_sc_hd__clkbuf_8.
- The synthesized netlist occupies a cell area of 961 um2.
- Entering global routing, the biggest net connects 20 pins.
- The number of pins exceeding their max-slew limit in the final report is 0.
- The number of optimization iterations in the first detailed-route pass is 3.
- The clock transition at the register clock pins on the worst setup and hold paths after CTS is 0.06 ns.
- The final route contains 582 vias.
- The clock tree from TritonCTS is done.
- The number of buffers added by the clock tree synthesis step is 5.
- The endpoint of the worst hold path is reported as out[0]$_DFFE_PP_.
- STA classifies the critical path endpoint as a primary output.
- out holds more flip-flops than any other register.
- In the final routing, the length of wire on met1 measures 1.07 mm.
- The count of standard-cell rows is 30.
- The total cells reported by yosys after synthesis is 32.
- In the routed design, unresolved DRC markers number 0.
- The top routing layer in use is met4.
- Across all stage logs, warnings added up to 27.
- Post-CTS timing repair inserted 0 buffers for setup.
- The class of the most critical hold timing path is input port to register.
- Of the synthesized area, sequential elements account for 1.00.
- The post-synth count of flops with an enable pin is 32.
- Detailed-route iteration 0 reported a violation count of 24.
- The routed design shows a via density per instance of 2.87.
- Looking at the gate-level netlist, the highest instance count belongs to sky130_fd_sc_hd__edfxtp_1.
- The routed length on met3 is 373 um.
- The per-cell routed wire length is 13.5 um.
- The remaining number of nets flagged by the antenna check after routing is 0.
- Counting instances, the worst hold path has a depth of 2.
- Yosys reported a register bit count of 32.
- Setup repair after global routing could not meet its margin everywhere.
- The buffer and inverter count on the worst path is 1.
- Per the STA report, the cell with the highest stage delay on the worst path is sky130_fd_sc_hd__edfxtp_1.
- Looking at the setup timing report, the critical path kind is register to primary output.
- Looking at the cell usage after synthesis, the top flip-flop cell is sky130_fd_sc_hd__edfxtp_1.
- The category of the worst setup path launch point is a register.
- The area fraction of the largest cell type after synthesis is 1.00.
- Looking at the clock tree report, the maximum root-to-sink buffer count equals 2.
- The data arrival time of the critical path is 0.78 ns.
- The cell count after synthesis came out at 32.
- Counting instances in the post-synthesis netlist gives the leading cell types as 32 x sky130_fd_sc_hd__edfxtp_1.
- The largest fanout of any net on the critical path is 1.
- The logic depth of the worst path, buffers included is 1.
- The max-cap violation count is 0.
- The utilization of the core after routing is 0.245.
- The total power per unit cell area is 1660 nW/um2.
- The longest incremental delay of any stage on the critical path is reported as 0.37 ns.
- During I/O placement, the number of pins put on the boundary was 66.
- The total routing resource utilization after global routing is 0.0483.
- The port buffer count is 65.
- The chip height is 105 um.
- Buffers inserted to repair hold after CTS numbered 0.
- The initial antenna violation count came to 0.
- The global route stage reports its total congestion overflow as 0.
- The chip area is 11000 um2.
- The transition at the pin with the smallest max-transition slack is 0.113 ns.
- The clock sink count is 32.
- Per the hold report, the tightest min-delay path originates at en.
- The wire length on met2 is 1.26 mm.
- The library cell occupying the most area in the post-synthesis netlist is sky130_fd_sc_hd__edfxtp_1.
- The most critical hold endpoint after final layout shows a slack of 0.340 ns.
- For reference, the top cells by area after synthesis are sky130_fd_sc_hd__edfxtp_1 100%.
- In this run the horizontal extent of the chip is 105 um.
- The wire length recorded after detailed routing is 2.74 mm.
- The register with the most flip-flops in the layout has 32 of them.
- The yosys-reported design area after synthesis is 961 um2.
- In the final layout, the share of cells above drive strength 1 is 0.393.
- The number of endpoints failing setup at the final stage is 0.
- The relative max-transition margin is 0.925.
- The flow ran to the end, and the final reports show no timing, DRC or antenna violations.
- The number of endpoints with negative hold slack in the final report is 0.
- Per the OpenROAD power report, leakage power amounts to 0.000632 uW.
- In this run, distinct cell masters in the synthesized netlist total 1.
- Routability-driven placement finished with a final weighted congestion of 0.690.
- The highest clock rate this design can be run at is 1.03 GHz.
- The deepest level of the CTS H-tree is 2.
- The post-synthesis async set-or-reset flop share is 0.
- The worst path required time is 0.80 ns.
- The shortest clock period the worst path allows after layout is 0.975 ns.
- Across the VDD grid, the largest voltage drop is 597 uV.
- Walking the worst path, the cells encountered are buf_2.
- The post-route clock period utilization is 0.975.
- The critical path's top delay family is flip-flops.
- The area taken by multi-input combinational cells is reported as 0 um2.
- The synthesis report lists the Yosys warning total as 1.
- Overall power consumption after layout is estimated at 2800 uW.
- The placeable core region is 6910 um2.
- Relative to the synthesized area, the layout overhead comes to 75.8%.
-- kinds of logic after synthesis --
logic type  synth area share
DFF                     1.00
-- stage by stage --
stage	instance area [um2]	TNS, ns	setup WS, ns	instances
6_report	1690	0	0.0245	203
5_1_grt	1690	-0.120	-0.0272	203
4_1_cts	1690	-0.00856	-0.00856	203
3_5_place_dp	1770	-0.0239	-0.0239	195
3_3_place_gp	1770	-0.0316	-0.0277	195
2_1_floorplan	961	0	0.501	32
-- cell usage in the layout, fill, tap and decap left out --
cell type	count
sky130_fd_sc_hd__buf_12	2
sky130_fd_sc_hd__buf_2	33
sky130_fd_sc_hd__clkbuf_8	5
sky130_fd_sc_hd__clkdlybuf4s50_1	32
sky130_fd_sc_hd__clkinv_1	1
sky130_fd_sc_hd__clkinv_2	2
sky130_fd_sc_hd__edfxtp_1	32
-- layer usage --
metal	GRT usage	vias up
li1	-	276
met1	0.0529	262
met2	0.0770	41
met3	0.0335	3
met4	0.00784	0
met5	0	-
-- worst max-delay path by stage --
| stage | slack [ns] | end | from |
|---|---|---|---|
| after global routing | -0.03 | out[17] | out[17]$_DFFE_PP_ |
| after CTS | -0.009 | out[17] | out[17]$_DFFE_PP_ |
| final | 0.02 | out[17] | out[17]$_DFFE_PP_ |
-- power by group --
| part | total, uW | switching [uW] | leakage, uW | internal (uW) |
|---|---|---|---|---|
| combinational | 252 | 65.1 | 0.000274 | 186 |
| clock | 937 | 466 | 0.0000453 | 472 |
| sequential | 1610 | 19.0 | 0.000313 | 1590 |
| total | 2800 | 550 | 0.000632 | 2250 |
-- final cells by class --
| cell class | instances | area [um2] |
|---|---|---|
| clock inverter | 3 | 13.8 |
| clock buffer | 5 | 68.8 |
| fill | 729 | 5220 |
| timing repair buffer | 67 | 526 |
| tap | 96 | 120 |
| sequential | 32 | 961 |
-- repair_timing --
action / CTS / global route
gates resized: 100 / 0
endpoints found under the setup margin: 32 / 13
endpoints found under the hold margin: 0 / 0
Power is estimated from default activity; no workload was simulated.
