==> design/flow/design.v <==
module RF(
	input clk, we,
	input [4:0] A1, A2, A3,
	input [31:0] WD3,
	output [31:0] RD1, RD2
	);
	reg[31:0] mem [0:31];
	initial begin
		mem[0]=32'b0;
	end
	assign RD1=mem[A1];
	assign RD2=mem[A2];
	always@(posedge clk)begin 
		if(we==1&&A3!=32'b0)
			mem[A3]<=WD3;
		else
			mem[A3]<=mem[A3];
	end
endmodule			
==> design/flow/run.sh <==
#!/bin/bash
# OpenROAD 26Q1-2900-gdf79404cd8, Yosys 0.63+post, stock flow scripts
make -C /OpenROAD-flow-scripts/flow DESIGN_CONFIG=/design/flow/config.mk WORK_HOME=/design/flow/orfs finish
==> design/flow/config.mk <==
export PLATFORM = sky130hd
export DESIGN_NAME = RF
export DESIGN_NICKNAME = RF
export VERILOG_FILES = /design/flow/design.v
export SDC_FILE = /design/flow/constraint.sdc
export NUM_CORES = 4
export LEC_CHECK = 1
export CORE_UTILIZATION = 30
==> design/flow/constraint.sdc <==
current_design RF

set clk_period 6.0
set clk_io_pct 0.2

create_clock -name clk0 -period $clk_period [get_ports {clk}]

set non_clock_inputs [all_inputs -no_clocks]
set_input_delay [expr $clk_period * $clk_io_pct] -clock clk0 $non_clock_inputs
set_output_delay [expr $clk_period * $clk_io_pct] -clock clk0 [all_outputs]
==> impl_metrics.py <==
# Flow results
metrics = {
    "synth": {
        "synth.avg_cell_area_sq_um": 14.40,
        "syn_area_sq_um": 48760,
        "ys_ff": 1024,
        "yosysChipArea_sq_um": 48760,
        "synth_cells": 3386,
        "synthArstFlopShare_pct": 0,
        "synth_warnings": 1,
        "edf_count": 1024,
        "yosys_cells": 3386,
        "ys_seq_share_pct": 63.07,
        "flop_cell": "edfxtp_1",
        "synth_cell_type_count": 24,
    },
    "clocking": {
        "cts.path.max_buffers": 3,
        "clk_pin_slew_ns": 0.06,
        "postCtsSetupBuffers": 0,
        "cts_hold_buf": 0,
        "cts_root_buffer": "clkbuf_16",
        "cts_buffers": 101,
        "cts_tree": "built",
        "cts_max_level": 3,
        "cts_resized": 0,
        "cts_num_sinks": 1024,
    },
    "final_timing": {
        "rsz0062_at_grt": "false",
        "fin_crit_ns": 5.364,
        "setup_viol": 0,
        "worstMarginPinSlew_ns": 0.9522,
        "finalCritPeriodShare_pct": 89.39,
        "final_hold_viol_count": 0,
        "hold_slack_ns": 1.311,
        "fmax_mhz": 186.4,
        "relSlewSlack_pct": 36.32,
        "finalSetupTns_ns": 0,
        "finalMaxSlewViolations": 0,
    },
    "layout": {
        "area_delta_synth_final_pct": 15.55,
        "largest-register": "mem",
        "largest_reg_flops": 1024,
        "drive_gt1_share_pct": 9.900,
        "layout.area.comb_sq_um": 16890,
        "lay_top_cells": "1024 x mux2i_1, 1024 x edfxtp_1, 194 x nand3_1",
        "reg_top3": "mem x1024",
        "fill_cells": 15172,
        "regArea_sq_um": 30750,
    },
    "setup_path": {
        "cp-end-kind": "output pin",
        "critPathLaunch": "A2[0]",
        "worst_setup_path_start_kind": "primary input",
        "worstSetupEndpoint": "RD2[11]",
        "cp.required_ns": 4.80,
        "cp_data_arrival_time_ns": 4.16,
        "crit_fanout": 38,
        "crit_type": "primary input to output pin",
    },
    "detailed_routing": {
        "route.antenna.remaining_nets": 0,
        "wl_per_cell_um": 26.51,
        "drt_wl_total_mm": 153.1,
        "vias": 30699,
        "drc": 0,
        "drt-pass1-iter-count": 5,
        "drtIter0Drc": 2094,
        "viasPerCell": 5.314,
    },
    "power": {
        "power.density_nw_per_um2": 283.0,
        "irDropWorstVdd_v": 0.0002421,
        "leakagePower_nw": 20.44,
    },
    "die": {
        "fp_util_pct": 30.30,
        "dieWidth_um": 405.1,
        "std_cell_rows": 147,
        "chipArea_sq_um": 164100,
        "die_y_um": 405.1,
        "io_pins": 113,
        "coreArea_sq_um": 160900,
    },
    "global_routing": {
        "grt_pass1_vias": 31505,
        "grt_pass1_wl_mm": 217.8,
        "antenna_found_initial": 11,
        "grt_use_total_pct": 19.49,
        "grt_overflow": 0,
        "grt_max_degree": 97,
    },
    "worst_hold_path": {
        "min_path_type": "primary input to flip-flop",
    },
    "placed_design": {
        "gp_congestion": 0.8630,
        "dp_hpwl_mm": 87.27,
        "placement.io_buffers": 112,
    },
    "outcome": {
        "status": "complete, no violations",
    },
    "run": {
        "warning_count": 26,
        "cap_violations": 0,
    },
}
-- worst max-delay path: stages --
cell	delay, ns
clkdlybuf4s50_1	0.62
nor2b_4	0.46
buf_4	0.60
a22o_1	0.26
nor3_1	0.05
a31oi_1	0.24
nand3_1	0.23
clkdlybuf4s50_1	0.47
-- through the flow --
step | setup slack, ns | std cells | utilization (%) | instance area, sq um | total power, mW
after global routing | 0.5534 | 5777 | 35.01 | 56340 | 16.39
after global placement | 0.6953 | 5592 | 32.94 | 53000 | 9.660
final | 0.6364 | 5777 | 35.01 | 56340 | 15.95
after floorplan | 2.380 | 3417 | - | 48870 | 8.996
after detailed placement | 0.6740 | 5592 | 32.94 | 53000 | 9.665
after CTS | 0.6728 | 5776 | 35.00 | 56340 | 16.04
-- Yosys cell counts, drive strengths merged, types with 3 or more instances --
| library cell | count | area, sq um |
|---|---|---|
| nor2b | 4 | 25.02 |
| a22o | 128 | 1121 |
| a21oi | 192 | 960.9 |
| nand3 | 194 | 970.9 |
| nor2 | 34 | 127.6 |
| nand2b | 4 | 25.02 |
| a22oi | 192 | 1441 |
| nand3b | 5 | 37.54 |
| nor3 | 64 | 320.3 |
| a31oi | 64 | 400.4 |
| clkbuf | 86 | 337.8 |
| buf | 167 | 1196 |
| mux2i | 1024 | 10250 |
| edfxtp | 1024 | 30750 |
| or3b | 3 | 26.28 |
| nand2 | 195 | 732.0 |
-- report_power, final --
part | switching [mW] | internal (mW) | total, mW
combinational | 0.916 | 0.583 | 1.50
sequential | 0.0404 | 7.98 | 8.02
clock | 2.75 | 3.68 | 6.43
-- cells by family (layout without fill, tap and decap cells) --
group / after synthesis / after routing / synth area share, %
AOI/OAI and AO/OA: 576 / 576 / 8.048
buffers and inverters: 253 / 452 / 3.146
DFF: 1024 / 1024 / 63.07
muxes: 1024 / 1024 / 21.02
other: 1 / 33 / 0.007691
and+or+nand+nor: 508 / 508 / 4.709
-- area by class of cell --
| class | count | share of cell area, % |
|---|---|---|
| flip-flops and latches | 1024 | 54.58 |
| repair buffers | 268 | 4.731 |
| clock inverters | 67 | 1.281 |
| diodes | 1 | 0.004442 |
| well taps | 2160 | 4.797 |
| multi-input cells | 2140 | 29.98 |
| clock buffers | 117 | 4.631 |
-- routing by layer --
metal  GRT usage, %  wire length (um)
met1          23.98             56470
met2          29.79             71050
met3          11.52             21170
met4          4.685              4223
met5         0.4758               229
-- worst min path at each step --
stage / start / to / cells past startpoint
finish: WD3[21] / mem[26][21] / 2
global route: WD3[23] / mem[13][23] / 2
CTS: WD3[23] / mem[15][23] / 2
Power figures rest on the tool's default switching activity, not on a simulated workload.
